===== /design/flow/config.mk =====
export PLATFORM = sky130hd
export DESIGN_NAME = tictactoe
export DESIGN_NICKNAME = tictactoe
export VERILOG_FILES = /design/flow/design.v
export SDC_FILE = /design/flow/constraint.sdc
export NUM_CORES = 4
export LEC_CHECK = 1
export CORE_UTILIZATION = 30

===== /design/flow/design.v =====
`timescale 1ns / 1ps
module tictactoe(
     input clock,  
     input reset,  
     input play,   
     input pc,     
     input [3:0] computer_position,player_position, 
     output wire [1:0] pos1,pos2,pos3,
     pos4,pos5,pos6,pos7,pos8,pos9,
     output wire[1:0]who 
     );
 wire [15:0] PC_en; 
 wire [15:0] PL_en;  
 wire illegal_move;  
 wire win;  
 wire computer_play;  
 wire player_play;  
 wire no_space;  
  position_registers position_reg_unit(
      clock,  
      reset,  
      illegal_move,  
      PC_en[8:0],  
      PL_en[8:0],  
      pos1,pos2,pos3,pos4,pos5,pos6,pos7,pos8,pos9 
      );
 winner_detector win_detect_unit(pos1,pos2,pos3,pos4,pos5,pos6,pos7,pos8,pos9,win,who);
 position_decoder pd1(computer_position,computer_play,PC_en);
 position_decoder pd2(player_position,player_play,PL_en); 
  illegal_move_detector imd_unit(
   pos1,pos2,pos3,pos4,pos5,pos6,pos7,pos8,pos9, 
   PC_en[8:0], PL_en[8:0], 
   illegal_move
   );
 nospace_detector nsd_unit(
   pos1,pos2,pos3,pos4,pos5,pos6,pos7,pos8,pos9, 
   no_space
    ); 
 fsm_controller tic_tac_toe_controller(
     clock, 
     reset, 
     play,  
     pc, 
     illegal_move, 
     no_space,  
     win,  
     computer_play,  
     player_play  
     );    
endmodule 
module position_registers(
      input clock,  
      input reset,  
      input illegal_move,  
      input [8:0] PC_en,  
      input [8:0] PL_en,  
      output reg[1:0] pos1,pos2,pos3,pos4,pos5,pos6,pos7,pos8,pos9 
      );
 always @(posedge clock or posedge reset)
 begin
  if(reset) 
   pos1 <= 2'b00;
  else begin
   if(illegal_move==1'b1)
    pos1 <= pos1; 
   else if(PC_en[0]==1'b1)
    pos1 <= 2'b10;  
   else if (PL_en[0]==1'b1)
    pos1 <= 2'b01; 
   else 
    pos1 <= pos1; 
  end 
 end 
 always @(posedge clock or posedge reset)
 begin
  if(reset) 
   pos2 <= 2'b00;
  else begin
   if(illegal_move==1'b1)
    pos2 <= pos2; 
   else if(PC_en[1]==1'b1)
    pos2 <= 2'b10;  
   else if (PL_en[1]==1'b1)
    pos2 <= 2'b01; 
   else 
    pos2 <= pos2; 
  end 
 end 
 always @(posedge clock or posedge reset)
 begin
  if(reset) 
   pos3 <= 2'b00;
  else begin
   if(illegal_move==1'b1)
    pos3 <= pos3; 
   else if(PC_en[2]==1'b1)
    pos3 <= 2'b10;  
   else if (PL_en[2]==1'b1)
    pos3 <= 2'b01; 
   else 
    pos3 <= pos3; 
  end 
 end  
 always @(posedge clock or posedge reset)
 begin
  if(reset) 
   pos4 <= 2'b00;
  else begin
   if(illegal_move==1'b1)
    pos4 <= pos4; 
   else if(PC_en[3]==1'b1)
    pos4 <= 2'b10;  
   else if (PL_en[3]==1'b1)
    pos4 <= 2'b01; 
   else 
    pos4 <= pos4; 
  end 
 end 
 always @(posedge clock or posedge reset)
 begin
  if(reset) 
   pos5 <= 2'b00;
  else begin
   if(illegal_move==1'b1)
    pos5 <= pos5; 
   else if(PC_en[4]==1'b1)
    pos5 <= 2'b10;  
   else if (PL_en[4]==1'b1)
    pos5 <= 2'b01; 
   else 
    pos5 <= pos5; 
  end 
 end 
 always @(posedge clock or posedge reset)
 begin
  if(reset) 
   pos6 <= 2'b00;
  else begin
   if(illegal_move==1'b1)
    pos6 <= pos6; 
   else if(PC_en[5]==1'b1)
    pos6 <= 2'b10;  
   else if (PL_en[5]==1'b1)
    pos6 <= 2'b01; 
   else 
    pos6 <= pos6; 
  end 
 end 
 always @(posedge clock or posedge reset)
 begin
  if(reset) 
   pos7 <= 2'b00;
  else begin
   if(illegal_move==1'b1)
    pos7 <= pos7; 
   else if(PC_en[6]==1'b1)
    pos7 <= 2'b10;  
   else if (PL_en[6]==1'b1)
    pos7 <= 2'b01; 
   else 
    pos7 <= pos7; 
  end 
 end 
 always @(posedge clock or posedge reset)
 begin
  if(reset) 
   pos8 <= 2'b00;
  else begin
   if(illegal_move==1'b1)
    pos8 <= pos8; 
   else if(PC_en[7]==1'b1)
    pos8 <= 2'b10;  
   else if (PL_en[7]==1'b1)
    pos8 <= 2'b01; 
   else 
    pos8 <= pos8; 
  end 
 end 
 always @(posedge clock or posedge reset)
 begin
  if(reset) 
   pos9 <= 2'b00;
  else begin
   if(illegal_move==1'b1)
    pos9 <= pos9; 
   else if(PC_en[8]==1'b1)
    pos9 <= 2'b10;  
   else if (PL_en[8]==1'b1)
    pos9 <= 2'b01; 
   else 
    pos9 <= pos9; 
  end 
 end  
endmodule
module fsm_controller(
     input clock, 
     input reset, 
     play,  
     pc, 
     illegal_move, 
     no_space,  
     win,  
     output reg computer_play,  
     player_play  
     );
parameter IDLE=2'b00;
parameter PLAYER=2'b01;
parameter COMPUTER=2'b10;
parameter GAME_DONE=2'b11;
reg[1:0] current_state, next_state;
always @(posedge clock or posedge reset) 
begin 
 if(reset)
  current_state <= IDLE;
 else 
  current_state <= next_state;
end 
always @(*)
 begin
 case(current_state)
 IDLE: begin 
  if(reset==1'b0 && play == 1'b1)
   next_state <= PLAYER;  
  else 
   next_state <= IDLE;
  player_play <= 1'b0;
  computer_play <= 1'b0;
 end 
 PLAYER:begin 
  player_play <= 1'b1;
  computer_play <= 1'b0;
  if(illegal_move==1'b0)
   next_state <= COMPUTER;  
  else 
   next_state <= IDLE;
 end 
 COMPUTER:begin 
  player_play <= 1'b0;
  if(pc==1'b0) begin 
   next_state <= COMPUTER;
   computer_play <= 1'b0;
  end
  else if(win==1'b0 && no_space == 1'b0)
  begin 
   next_state <= IDLE;
   computer_play <= 1'b1; 
  end 
  else if(no_space == 1 || win ==1'b1)
  begin 
   next_state <= GAME_DONE;  
   computer_play <= 1'b1; 
  end  
 end 
 GAME_DONE:begin  
  player_play <= 1'b0;
  computer_play <= 1'b0; 
  if(reset==1'b1) 
   next_state <= IDLE; 
  else 
   next_state <= GAME_DONE;  
 end 
 default: next_state <= IDLE; 
 endcase
 end
endmodule 
module nospace_detector(
   input [1:0] pos1,pos2,pos3,pos4,pos5,pos6,pos7,pos8,pos9, 
   output wire no_space
    );
wire temp1,temp2,temp3,temp4,temp5,temp6,temp7,temp8,temp9;
assign temp1 = pos1[1] | pos1[0];
assign temp2 = pos2[1] | pos2[0];
assign temp3 = pos3[1] | pos3[0];
assign temp4 = pos4[1] | pos4[0];
assign temp5 = pos5[1] | pos5[0];
assign temp6 = pos6[1] | pos6[0];
assign temp7 = pos7[1] | pos7[0];
assign temp8 = pos8[1] | pos8[0];
assign temp9 = pos9[1] | pos9[0];
assign no_space =((((((((temp1 & temp2) & temp3) & temp4) & temp5) & temp6) & temp7) & temp8) & temp9);
endmodule 
module illegal_move_detector(
   input [1:0] pos1,pos2,pos3,pos4,pos5,pos6,pos7,pos8,pos9, 
   input [8:0] PC_en, PL_en, 
   output wire illegal_move
   );
wire temp1,temp2,temp3,temp4,temp5,temp6,temp7,temp8,temp9;
wire temp11,temp12,temp13,temp14,temp15,temp16,temp17,temp18,temp19;
wire temp21,temp22;
assign temp1 = (pos1[1] | pos1[0]) & PL_en[0];
assign temp2 = (pos2[1] | pos2[0]) & PL_en[1];
assign temp3 = (pos3[1] | pos3[0]) & PL_en[2];
assign temp4 = (pos4[1] | pos4[0]) & PL_en[3];
assign temp5 = (pos5[1] | pos5[0]) & PL_en[4];
assign temp6 = (pos6[1] | pos6[0]) & PL_en[5];
assign temp7 = (pos7[1] | pos7[0]) & PL_en[6];
assign temp8 = (pos8[1] | pos8[0]) & PL_en[7];
assign temp9 = (pos9[1] | pos9[0]) & PL_en[8];
assign temp11 = (pos1[1] | pos1[0]) & PC_en[0];
assign temp12 = (pos2[1] | pos2[0]) & PC_en[1];
assign temp13 = (pos3[1] | pos3[0]) & PC_en[2];
assign temp14 = (pos4[1] | pos4[0]) & PC_en[3];
assign temp15 = (pos5[1] | pos5[0]) & PC_en[4];
assign temp16 = (pos6[1] | pos6[0]) & PC_en[5];
assign temp17 = (pos7[1] | pos7[0]) & PC_en[6];
assign temp18 = (pos8[1] | pos8[0]) & PC_en[7];
assign temp19 = (pos9[1] | pos9[0]) & PC_en[8];
assign temp21 =((((((((temp1 | temp2) | temp3) | temp4) | temp5) | temp6) | temp7) | temp8) | temp9);
assign temp22 =((((((((temp11 | temp12) | temp13) | temp14) | temp15) | temp16) | temp17) | temp18) | temp19);
assign illegal_move = temp21 | temp22 ;
endmodule 
module position_decoder(input[3:0] in, input enable, output wire [15:0] out_en);
 reg[15:0] temp1;
 assign out_en = (enable==1'b1)?temp1:16'd0;
 always @(*)
 begin
 case(in)
 4'd0: temp1 <= 16'b0000000000000001;
 4'd1: temp1 <= 16'b0000000000000010; 
 4'd2: temp1 <= 16'b0000000000000100;
 4'd3: temp1 <= 16'b0000000000001000;
 4'd4: temp1 <= 16'b0000000000010000;
 4'd5: temp1 <= 16'b0000000000100000;
 4'd6: temp1 <= 16'b0000000001000000;
 4'd7: temp1 <= 16'b0000000010000000;
 4'd8: temp1 <= 16'b0000000100000000;
 4'd9: temp1 <= 16'b0000001000000000;
 4'd10: temp1 <= 16'b0000010000000000;
 4'd11: temp1 <= 16'b0000100000000000;
 4'd12: temp1 <= 16'b0001000000000000;
 4'd13: temp1 <= 16'b0010000000000000;
 4'd14: temp1 <= 16'b0100000000000000;
 4'd15: temp1 <= 16'b1000000000000000;
 default: temp1 <= 16'b0000000000000001; 
 endcase 
end 
endmodule 
module winner_detector(input [1:0] pos1,pos2,pos3,pos4,pos5,pos6,pos7,pos8,pos9, output wire winner, output wire [1:0]who);
wire win1,win2,win3,win4,win5,win6,win7,win8;
wire [1:0] who1,who2,who3,who4,who5,who6,who7,who8;
winner_detect_3 u1(pos1,pos2,pos3,win1,who1); 
winner_detect_3 u2(pos4,pos5,pos6,win2,who2); 
winner_detect_3 u3(pos7,pos8,pos9,win3,who3); 
winner_detect_3 u4(pos1,pos4,pos7,win4,who4); 
winner_detect_3 u5(pos2,pos5,pos8,win5,who5); 
winner_detect_3 u6(pos3,pos6,pos9,win6,who6); 
winner_detect_3 u7(pos1,pos5,pos9,win7,who7); 
winner_detect_3 u8(pos3,pos5,pos6,win8,who8); 
assign winner = (((((((win1 | win2) | win3) | win4) | win5) | win6) | win7) | win8);
assign who = (((((((who1 | who2) | who3) | who4) | who5) | who6) | who7) | who8);
endmodule 
module winner_detect_3(input [1:0] pos0,pos1,pos2, output wire winner, output wire [1:0]who);
wire [1:0] temp0,temp1,temp2;
wire temp3;
assign temp0[1] = !(pos0[1]^pos1[1]);
assign temp0[0] = !(pos0[0]^pos1[0]);
assign temp1[1] = !(pos2[1]^pos1[1]);
assign temp1[0] = !(pos2[0]^pos1[0]);
assign temp2[1] = temp0[1] & temp1[1];
assign temp2[0] = temp0[0] & temp1[0];
assign temp3 = pos0[1] | pos0[0];
assign winner = temp3 & temp2[1] & temp2[0];
assign who[1] = winner & pos0[1];
assign who[0] = winner & pos0[0];
endmodule

===== /design/flow/run.sh =====
#!/bin/bash
# OpenROAD 26Q1-2900-gdf79404cd8, Yosys 0.63+post, stock flow scripts
make -C /OpenROAD-flow-scripts/flow DESIGN_CONFIG=/design/flow/config.mk WORK_HOME=/design/flow/orfs finish

===== /design/flow/constraint.sdc =====
current_design tictactoe

set clk_period 3.0
set clk_io_pct 0.2

create_clock -name clk0 -period $clk_period [get_ports {clock}]

set non_clock_inputs [all_inputs -no_clocks]
set_input_delay [expr $clk_period * $clk_io_pct] -clock clk0 $non_clock_inputs
set_output_delay [expr $clk_period * $clk_io_pct] -clock clk0 [all_outputs]

==> notes.md <==
run results: ys cells 189, Flop pwr share 40.0%, Core ar. 5170 µm², endpoints left unconstrained 3, slowest CP cell dfrtp_1, mapped cell area 1640 µm², Setup Skew 0.00377 ns, placed insts 290, fin crit share 96.7%, Max IR drop VDD 0.223 mV, Logic pwr share 38.7%, register pins left without a clock 3, sw power 325 µW, Cell Area, Placed 2050 µm², fillcell total 509, leakage 0.940 nW, reg2reg start tic_tac_toe_controller.current_state[0], distinct lib cells 54, Pwr Density 452 nW/µm², number of enable flip-flop cells 0, CP endpoint kind output pin, grt ovf 0, post-route setup slack 0.100 ns, Synth top area share 30.5%, via count 1,597, WL final 4690 µm, most frequent cells in the layout 31 x clkdlybuf4s50_1, 18 x dfrtp_1, 15 x buf_4, area leader, netlist dfrtp_1, DR DRC count 0, critical path peak fanout 5, initial DRC count 75, startpoint types flip-flop, Initial Util 31.7%, run status finished clean, row cnt 26, placer congestion estimate 0.957, layout cell share with drive strength beyond 1 15.5%, # diodes 0, Pins Over Slew Limit 0, Inserted Clock Buffers 3, io pins 32, Net Sw Frac 33.7%, Worst Setup SP position_reg_unit.pos1[0], Yosys warning count 3, PortBufs 31, Hold Path Class reg2reg, Synth async-reset ratio 87.0%, Mean Syn Cell Area 8.68 µm², GRT Resource Usage Total 17.0%, internal power 641 µW, main flop type dfrtp_1, YS chip area 1640 µm², most numerous logic cell after layout clkdlybuf4s50_1, root buffer cell clkbuf_8, max_cap viols 0, synth-to-layout area growth 30.1%, Pwr Total 966 µW, Worst-path clk slew 0.08 ns, die extent in y 75.9 µm, count of final hold-check violations 0, final number of setup-violating endpoints 0, Synth flops 23, Clock power frac 21.3%, clock buffer depth 2, Hold Startpoint position_reg_unit.pos4[1], hpwl dp 3520 µm, Design Area, Final 2130 µm², worst path cell trace and3_1, o22ai_2, a21oi_1, or3_4, a221o_1, clkdlybuf4s50_1, dpl ws -0.0628 ns, Routed wire per std cell 15.9 µm, f_max 345 MHz, WP data arrival 2.30 ns, largest net degree at the start of global routing 23, TritonCTS clock tree done, clk latency late pin 0.26 ns, Top cells by area dfrtp_1 31%, nor3_1 4.3%, and3_1 4.2%, post-route ant nets 0, first-pass GRT wire length 7730 µm, max incr delay on CP 0.44 ns, Util after Layout 41.3%, DR pass1 iterations 4, Final Critical Period 2.90 ns, Cells after Synth 189, H-tree levels 1, Critical Setup Path Class reg2out, die area 5770 µm², vias per cell 5.40, die width 75.9 µm, tool warnings 25, CP Data Required Time 2.40 ns, vias in the first global route 1,481, initial antenna violation count 0, Layout Cells excl Fill 296
critical path, delay by kind of cell (launching register included):
| kind | cells | cell delay (ns) |
|---|---|---|
| compound gates | 3 | 0.61 |
| buf+inv | 1 | 0.40 |
| flops | 1 | 0.44 |
| simple gates | 2 | 0.60 |
cell usage after synthesis, drive strengths merged, types with 3 or more instances:
cell type	n
o21bai	4
or3	4
dlxtn	3
a41oi	5
a41o	5
nor2b	8
dfrtp	20
buf	10
nor2	15
nand2	11
and2	3
inv	6
o21ai	8
nor3	15
and3	11
a21oi	4
nand3	9
nand2b	4
clkbuf	5
a211oi	3
a31oi	5
stage by stage:
stage | hold slack, ns | TNS [ns]
finish | 0.594 | 0
CTS | 0.596 | 0
global placement | 0.566 | -0.0527
global route | 0.639 | -0.00141
floorplan | 0.527 | 0
detailed placement | 0.574 | -0.0628
final cells by class:
type | instances | area [µm²] | share of cell area (%)
clock buffer | 4 | 55.1 | 2.58
sequential | 23 | 548 | 25.7
tap | 70 | 87.6 | 4.10
timing repair buffer | 46 | 423 | 19.8
inverter | 6 | 22.5 | 1.06
multi-input combinational | 147 | 998 | 46.8
per-layer routing:
metal	track usage, %	vias to the layer above	wire length, µm	share of wire, %
met2	25.0	52	2090	45
met4	1.73	0	25	0.53
li1	-	786	-	-
met5	0	-	0	0
met1	28.6	755	2330	50
met3	1.59	4	243	5.2
power by group through the flow:
stage                 Sequential, mW  Combinational, mW  Clock [mW]
final                          0.386              0.373       0.206
after global routing           0.396              0.407       0.220
after CTS                      0.385              0.362       0.212
final timing paths:
kind | to | slack, ns | cells past startpoint
setup / recovery | who[0] | 0.10 | 6
hold / removal | position_reg_unit.pos4[1] | 0.59 | 1
setup reg to reg | tic_tac_toe_controller.current_state[1] | 0.49 | 10
hold reg to reg | position_reg_unit.pos4[1] | 0.59 | 1
max in group asynchronous | position_reg_unit.pos7[0] | 2.05 | 3
min in group asynchronous | tic_tac_toe_controller.current_state[0] | 0.71 | 3
timing repair:
action | 4_1_cts | 5_1_grt
gates resized | 3 | 1
setup endpoints to repair | 2 | 2
setup buffers | 0 | 2
gates cloned | 0 | 0
hold buffers | 0 | 0
pin swaps | 0 | 1
logic make-up after synthesis:
group                  share of synthesized area, %
DFF                                            30.5
other                                         0.229
latches                                        2.75
and+or+nand+nor                                33.4
muxes                                          2.75
AOI/OAI and AO/OA                              23.3
buffers and inverters                          7.02
Power figures rest on the tool's default switching activity, not on a simulated workload.
